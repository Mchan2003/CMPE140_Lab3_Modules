<file path="./constraint.sdc">
current_design register_file

set clk_period 11.4
set clk_io_pct 0.2

create_clock -name clk0 -period $clk_period [get_ports {clk}]

set non_clock_inputs [all_inputs -no_clocks]
set_input_delay [expr $clk_period * $clk_io_pct] -clock clk0 $non_clock_inputs
set_output_delay [expr $clk_period * $clk_io_pct] -clock clk0 [all_outputs]
</file>
<file path="./config.mk">
export PLATFORM = sky130hd
export DESIGN_NAME = register_file
export DESIGN_NICKNAME = register_file
export VERILOG_FILES = /design/flow/design.v
export SDC_FILE = /design/flow/constraint.sdc
export NUM_CORES = 4
export LEC_CHECK = 1
export CORE_UTILIZATION = 50
</file>
<file path="./design.v">
module register_file(
    input wire rst_n,
    input wire clk,
    input wire [0:4] rs1, 
    input wire [0:4] rs2,
    input wire [0:4] rd,
    input wire [0:31] wd,
    input wire we,
    output wire [0:31] data_rs1,
    output wire [0:31] data_rs2
);
reg [31:0] register [31:0];
assign data_rs1 = register[rs1];
assign data_rs2 = register[rs2];
integer i;
always @ (posedge clk)
begin
    if (!rst_n)begin
        for (i = 0; i < 32; i = i + 1) begin
            register[i] <= 32'b0;
        end    
    end
    if(we) begin
        register[rd] <= wd;
    end
end
endmodule
</file>
<file path="./run.sh">
#!/bin/bash
# OpenROAD 26Q1-2900-gdf79404cd8, Yosys 0.63+post, stock flow scripts
make -C /OpenROAD-flow-scripts/flow DESIGN_CONFIG=/design/flow/config.mk WORK_HOME=/design/flow/orfs finish
</file>
==> metrics.csv <==
stage,metric,value,unit
status,outcome,"complete, no violations",
global_routing,initial antenna violation count,15,
placement,DP Wirelength,113000,microns
clocking,clock-pin slew on the worst setup and hold paths,60,ps
global_routing,first-pass GRT wire length,278000,microns
floorplan,DIE HEIGHT,336,microns
clocking,Root Buffer,clkbuf_16,
finish,FF+latch area,0.0307,sq mm
flow_run,Tool Warnings,26,
finish,Fill cells,8993,
flow_run,Max-Cap Viols,0,
placement,Routability Congestion,0.914,
finish,biggest regs,register (1024),
power,Comb power frac,12.8,%
power,P_int,6.72,mW
timing,Worst Tran Pin Value,960,ps
critical_path,startpoint types,input port,
synth,yosys stat cell total,4644,
route,vias per inst,6.18,
critical_path,crit path capture type,output pin,
synth,simple share,15.6,%
finish,Logic area,0.0237,sq mm
clocking,Post-CTS Setup Repair Bufs,0,
route,Post-route DRC,0,
power,total power,9.04,mW
synth,cells after synthesis,4644,
synth,Mapped Area,0.0559,sq mm
timing,post-layout min period,8260,ps
clocking,depth of the CTS H-tree,3,
timing,final hold violation count,0,
synth,Cell Type Count,26,
floorplan,Initial Util,50.5,%
floorplan,FP Rows,122,
timing,Tcrit/Tclk final,72.5,%
clocking,CTS sink cnt,1024,
power,switching power,2.33,mW
critical_path,CP required,9120,ps
power,maximum VDD drop,0.118,mV
critical_path,CP Launch Point,rs1[4],
clocking,CTS Buf Count,112,
timing,# setup viols final,0,
route,post-detailed-route wirelength per cell,31.7,microns
finish,Top reg by flops,register,
global_routing,gr usage total,38.0,%
critical_path,Setup CP Type,input port to output pin,
floorplan,IO Pins,114,
synth,YS chip area,0.0559,sq mm
route,antenna-violating nets left,0,
floorplan,CORE AREA,0.111,sq mm
power,Flop pwr share,49.4,%
finish,final core occ,56.2,%
power,Switching Fraction,25.7,%
clocking,Clock Path Buffers,3,
route,DRT Wirelength,196000,microns
synth,yosys xor share,0,%
timing,Final Max Slew Viols,0,
synth,Synth mux share,18.3,%
finish,max FFs per register,1024,
floorplan,Die ar.,0.113,sq mm
finish,share of cells above drive strength 1,8.48,%
synth,register share after synthesis,55.0,%
finish,Synth-to-Final Area Change,11.3,%
route,1st-iter DRT viols,2516,
floorplan,Die Wd,336,microns
hold_path,Worst Hold Class,input port to flip-flop,
critical_path,CP arrival,5980,ps
synth,yosys adder share,0,%
critical_path,critical-path maximum fanout,23,
global_routing,vias in the first global route,39200,
route,routed via count,38100,
synth,Synth flops,1024,
placement,PortBufs,113,
timing,RSZ-0062 raised after global routing,false,
synth,Mean Syn Cell Area,12.0,sq um
clocking,TritonCTS clock tree,yes,
timing,fmax,121,MHz
route,First-pass DRT Iterations,5,
timing,Max-slew headroom,35.8,%
clocking,hold_buf cts,0,
clocking,post-CTS sizing,0,
power,P per Cell Area,145,mW/mm^2
global_routing,gr ovfl total,0,
power,static leakage,24.0,nW
timing,setup TNS,0,ps
global_routing,largest net degree at the start of global routing,87,
synth,synth warn,1,
synth,yosys aoi share,7.30,%
synth,comb area leader,multiplexers,
power,clock network power share,37.9,%
critical_path,CP endpoint,data_rs1[30],
timing,worst hold slack,2380,ps
[layout by cell type, fill, tap and decap left out, drive strengths merged]
| cell | instances |
|---|---|
| and2 | 1026 |
| mux2i | 1024 |
| edfxtp | 1024 |
| nand2 | 195 |
| nand3 | 194 |
| a22oi | 192 |
| a21oi | 192 |
| buf | 170 |
| clkbuf | 149 |
| a22o | 128 |
| clkdlybuf4s50 | 110 |
| nor3 | 64 |
| a31oi | 64 |
| clkinv | 46 |
| nor2 | 35 |
| o21ai | 32 |
| diode | 9 |
| nand3b | 5 |
| nor2b | 4 |
| nand2b | 4 |
| bufinv | 4 |
| or3b | 3 |
| or2 | 2 |
| inv | 2 |
| or3 | 1 |
[worst max-delay path: stages]
cell and delay [ps]:
clkdlybuf4s50_1 540, nor2_4 670, buf_4 430, buf_4 430, a22o_1 220, nor3_1 50
a31oi_1 430, nand3_1 380, clkdlybuf4s50_1 510
[cells in the mapped netlist]
| library cell | n | area share (%) |
|---|---|---|
| nor2_1 | 24 | 0.16 |
| o21ai_0 | 32 | 0.29 |
| a22oi_1 | 192 | 2.6 |
| nor2_2 | 9 | 0.10 |
| nor2_4 | 2 | 0.040 |
| nand2_1 | 195 | 1.3 |
| buf_1 | 28 | 0.19 |
| edfxtp_1 | 1024 | 55 |
| nor2b_1 | 4 | 0.045 |
| buf_2 | 81 | 0.72 |
| buf_6 | 2 | 0.040 |
| nand3_1 | 194 | 1.7 |
| nand2b_1 | 4 | 0.045 |
| clkbuf_2 | 18 | 0.16 |
| a31oi_1 | 64 | 0.72 |
| clkbuf_1 | 260 | 1.7 |
| and2_1 | 1026 | 11 |
| nand3b_1 | 5 | 0.067 |
| nor3_1 | 64 | 0.57 |
| or2_2 | 2 | 0.022 |
| mux2i_1 | 1024 | 18 |
| a21oi_1 | 192 | 1.7 |
| or3b_1 | 3 | 0.047 |
| buf_4 | 66 | 0.89 |
| or3_1 | 1 | 0.011 |
| a22o_1 | 128 | 2.0 |
[cell type report]
type,instances,share of cell area (%)
antenna,9,0.0362
clock buffer,149,4.90
clock inverter,52,0.543
multi-input combinational,3165,38.1
sequential,1024,49.4
tap,1488,2.99
timing repair buffer,280,4.06
[how the worst min path moves through the flow]
| stage | cells past startpoint | to | start |
|---|---|---|---|
| after global routing | 2 | register[29][29] | rst_n |
| after CTS | 2 | register[29][31] | rst_n |
| final | 2 | register[29][29] | rst_n |
[through the flow]
stage	instance area [sq um]	setup WS, ps	instances
6_report	62300	3140	6167
4_1_cts	62200	3280	6158
3_5_place_dp	58800	3330	5957
3_3_place_gp	58800	3320	5957
2_1_floorplan	55900	5630	4644
5_1_grt	62200	3090	6161
[per-layer routing]
| metal | up-vias | track usage (%) | routed length, microns | share of wire (%) |
|---|---|---|---|---|
| met1 | 18300 | 48.9 | 69100 | 35 |
| met5 | - | 2.77 | 563 | 0.29 |
| met4 | 23 | 14.7 | 9680 | 4.9 |
| met3 | 540 | 24.0 | 29800 | 15 |
| li1 | 16900 | - | - | - |
| met2 | 2328 | 53.6 | 86600 | 44 |
[power by group through the flow]
stage / clock (mW) / combinational (mW) / sequential (mW)
4_1_cts: 3.46 / 1.14 / 4.46
5_1_grt: 3.60 / 1.22 / 4.49
6_report: 3.43 / 1.16 / 4.46
[logic make-up after synthesis]
kind of cell / after synthesis
AOI/OAI and AO/OA: 608
buffers and inverters: 455
DFF: 1024
muxes: 1024
and+or+nand+nor: 1533
Power is estimated from default activity; no workload was simulated.
